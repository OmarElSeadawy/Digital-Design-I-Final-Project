$ cat design.v
`timescale 1ns / 1ps
module RecordPlayUnit(RPUClk, WKey, rst, PBKey, ReadEn, WriteEn );
input RPUClk,ReadEn,WriteEn, rst;
input [7:0]WKey;
output [7:0]PBKey;
reg [10:0] Address;
reg [10:0] RAddress;
reg [7:0] Current;
reg [7:0] Mem [100:0];
reg [16:0] TimeMem[100:0];
integer Counter;
integer Counter2;
assign PBKey = Mem[RAddress];
always @(posedge RPUClk) begin
if(rst) Address <= 0;else begin
if(WriteEn) begin
if(Address<100)
begin
if(Current==WKey)
begin
if(Counter>25000000/8)
	begin
	Counter <=0;
	TimeMem[Address] <= TimeMem[Address]+1;
	end
else
	Counter<=Counter+1;
end
else
begin
	Address <= Address+1;
	Current <= WKey;
	Counter <=0;
	Mem[Address+1] <= WKey;
end
end
end
end
end
integer d = 0;
always @(posedge RPUClk)  begin
if(!ReadEn) begin RAddress <=0; end
else begin
if(RAddress<100)
begin
	if(TimeMem[RAddress]>d)
	begin
	if(Counter2>=25000000/8)
		begin
		d <= d+1;
		Counter2<=0;
		end 
	else
		Counter2<=Counter2+1;
	end
	else
		begin
		RAddress<=RAddress+1;
		d<=0;
		end
end
end
end
endmodule
$ cat run.sh
#!/bin/bash
# OpenROAD 26Q1-2900-gdf79404cd8, Yosys 0.63+post, stock flow scripts
make -C /OpenROAD-flow-scripts/flow DESIGN_CONFIG=/design/flow/config.mk WORK_HOME=/design/flow/orfs finish
$ cat config.mk
export PLATFORM = sky130hd
export DESIGN_NAME = RecordPlayUnit
export DESIGN_NICKNAME = RecordPlayUnit
export VERILOG_FILES = /design/flow/design.v
export SDC_FILE = /design/flow/constraint.sdc
export NUM_CORES = 4
export LEC_CHECK = 1
export CORE_UTILIZATION = 30
$ cat constraint.sdc
current_design RecordPlayUnit

set clk_period 69.5
set clk_io_pct 0.2

create_clock -name clk0 -period $clk_period [get_ports {RPUClk}]

set non_clock_inputs [all_inputs -no_clocks]
set_input_delay [expr $clk_period * $clk_io_pct] -clock clk0 $non_clock_inputs
set_output_delay [expr $clk_period * $clk_io_pct] -clock clk0 [all_outputs]
==> reports/qor.txt <==
Leakage -> 40.18 nW
Clock network latency to the later pin of the worst-skew pair -> 0.92 ns
Total number of warnings across the stage logs -> 29
Worst slack after detailed placement -> 50.15 ns
# IOs -> 20
Tally of unique sky130hd cells used after synthesis -> 102
TNS Setup -> 0 ns
Final HPWL DP -> 211,700 µm
Required @ worst endpoint -> 55.60 ns
Hold Fails Final Rpt -> 0
Clock buffers created by TritonCTS -> 287
Clock tree from TritonCTS -> done
Post-CTS Hold Fix Bufs -> 0
Count of vias placed by the detailed router -> 61,930
Most area-hungry cell type in the Yosys netlist -> sky130_fd_sc_hd__edfxtp_1
PnR worst setup slack -> 49.45 ns
Chip footprint -> 398,600 µm²
Number of antenna violations at the first check in global routing -> 15
Die span in x -> 631.3 µm
Switching pwr -> 0.8418 mW
Category of the worst setup path launch point -> register
DRT antenna net count -> 0
Cell Rows -> 230
Most instantiated library cell after synthesis -> sky130_fd_sc_hd__edfxtp_1
Drc violations -> 0
Combinational share of power -> 0.089
Core Box Area -> 393,400 µm²
Highest net fanout along the worst path -> 40
Count of flip-flops with a built-in enable after synthesis -> 2,629
Setup repair after global routing missed its margin -> false
Endpoint type of the worst setup path -> output pin
Floorplan utilization -> 0.3020
Critical path destination -> PBKey[2]
Buffers from clock root to sink, at most -> 4
Placer congestion estimate -> 0.9281
H-tree levels -> 5
Flops & latches, synth -> 2,665
Total GRT Usage -> 0.1872
Switching share of power -> 0.2319
Pin count of the biggest net entering global routing -> 84
Endpoint arrival time on the critical path -> 6.15 ns
Netlist area before placement -> 118,800 µm²
Clock network power share -> 0.412
Ys cells -> 5,792
Final setup violation count -> 0
Main area contributors -> sky130_fd_sc_hd__edfxtp_1 66%, sky130_fd_sc_hd__mux4_2 22%, sky130_fd_sc_hd__mux2i_1 1.9%
Worst slew pin tran -> 1.331 ns
Final wirelength -> 346,700 µm
Setup slack of the worst register-to-register path -> 61.11 ns
Slew margin rel. -> 0.1093
Cell count after placement -> 11,020
Design internal power -> 2.789 mW
Relative area change from synthesis to final layout -> 14.11%
Root Buffer -> sky130_fd_sc_hd__clkbuf_16
Ratio of cells with drive above 1 in the final layout -> 0.3368
Number of warning messages in the yosys log -> 1
Max VDD drop -> 17.51 µV
Synth async-reset ratio -> 0
Number of inserted filler cells in the final layout -> 35,710
Number of gates resized after CTS -> 0
Clock period minus final worst setup slack -> 20.05 ns
Final tally of max-slew violations -> 0
WL per Instance -> 30.03 µm
Clock input transition at the sequential cells of the worst setup and hold paths -> 0.06 ns
CTS sink cnt -> 2,665
Peak Freq -> 0.04988 GHz
Wire length of the first global-routing pass -> 496,400 µm
Power per Cell Area -> 26.78 nW/µm²
Mapped Avg Cell Area -> 20.51 µm²
Max-cap check violation count -> 0
Input/output buffers -> 19
Post-Route Skew -> 0.07753 ns
Area of the synthesized netlist per yosys stat -> 118,800 µm²
R2R cell count -> 20
Top cells by count -> 2,629 x sky130_fd_sc_hd__edfxtp_1, 1,162 x sky130_fd_sc_hd__mux4_2, 352 x sky130_fd_sc_hd__nor2_1
Most used flip-flop cell -> sky130_fd_sc_hd__edfxtp_1
Seq pwr share -> 0.499
Result of the run -> finished clean
Classification of the worst setup path -> reg -> out
Final instance count without filler cells -> 11,550
Total design power -> 3.631 mW
Vias in the first global route -> 70,140
Share of the synthesized area in the top cell type -> 0.6645
Mapped Cells -> 5,792
Register share after synthesis -> 0.6705
Number of buffers inserted to repair setup after CTS -> 0
Via-to-Cell Ratio -> 5.364
Worst hold path type -> reg -> reg
Worst flop-to-flop path endpoint -> Counter2[1]$_SDFFCE_PP0P_
Die height -> 631.3 µm
DRC marker count from the first detailed-route iteration -> 3,978
Final period utilization -> 0.2885
Detailed Routing Iterations Pass 1 -> 8
Aggregate global routing overflow -> 0
power groups by stage:
stage,clock network [mW],registers [mW],logic (mW)
finish,1.50,1.81,0.321
global route,1.58,1.81,0.342
CTS,1.52,1.81,0.322
sequential cells by signal (all words and copies together), names as in the netlist, named ones only:
name and flops:
Address 11, Counter 32, Counter2 32, Current 8, Mem 808, RAddress 11, TimeMem 1717, d 32
worst max-delay path, stage by stage, from the launching register on:
cell and delay (ns):
sky130_fd_sc_hd__dfxtp_4 0.74, sky130_fd_sc_hd__buf_4 0.69, sky130_fd_sc_hd__buf_4 0.77, sky130_fd_sc_hd__buf_4 0.66
sky130_fd_sc_hd__mux4_2 0.59, sky130_fd_sc_hd__mux4_2 0.52, sky130_fd_sc_hd__mux4_2 0.49, sky130_fd_sc_hd__mux2_2 0.29
sky130_fd_sc_hd__clkdlybuf4s50_1 0.41
stage by stage:
stage                     instance area (µm²)  hold WS, ns  utilization
final                                  135600       0.4586       0.3446
after global routing                   135600       0.4672       0.3446
after CTS                              135500       0.4634       0.3446
after detailed placement               126400       0.4473       0.3213
after global placement                 126400       0.4426       0.3213
after floorplan                        118900       0.4302            -
cells in the final DEF (no fill, tap or decap), types with 15 or more instances in the layout:
cell type / synthesis / routed
sky130_fd_sc_hd__clkbuf_16: 0 / 292
sky130_fd_sc_hd__and3_1: 22 / 22
sky130_fd_sc_hd__mux4_2: 1162 / 1162
sky130_fd_sc_hd__a211oi_1: 24 / 24
sky130_fd_sc_hd__nor4_1: 22 / 22
sky130_fd_sc_hd__clkinv_2: 0 / 39
sky130_fd_sc_hd__conb_1: 1 / 31
sky130_fd_sc_hd__o21ai_0: 37 / 37
sky130_fd_sc_hd__bufinv_16: 0 / 21
sky130_fd_sc_hd__nand2_1: 114 / 114
sky130_fd_sc_hd__xor2_1: 53 / 49
sky130_fd_sc_hd__o22ai_1: 25 / 25
sky130_fd_sc_hd__dfxtp_1: 36 / 22
sky130_fd_sc_hd__nand4_1: 19 / 19
sky130_fd_sc_hd__nand3_1: 72 / 71
sky130_fd_sc_hd__clkinv_1: 0 / 69
sky130_fd_sc_hd__ha_1: 25 / 24
sky130_fd_sc_hd__nor3_1: 30 / 30
sky130_fd_sc_hd__nor2b_1: 42 / 40
sky130_fd_sc_hd__mux2_2: 34 / 34
sky130_fd_sc_hd__nor2_2: 1 / 101
sky130_fd_sc_hd__inv_1: 42 / 42
sky130_fd_sc_hd__nor2_1: 352 / 252
sky130_fd_sc_hd__buf_4: 32 / 353
sky130_fd_sc_hd__and2_1: 17 / 17
sky130_fd_sc_hd__xnor2_1: 52 / 41
sky130_fd_sc_hd__clkinvlp_4: 0 / 15
sky130_fd_sc_hd__a221oi_1: 18 / 18
sky130_fd_sc_hd__a21oi_1: 73 / 73
sky130_fd_sc_hd__clkbuf_1: 166 / 50
sky130_fd_sc_hd__a22oi_1: 95 / 95
sky130_fd_sc_hd__mux2i_1: 223 / 223
sky130_fd_sc_hd__edfxtp_1: 2629 / 2629
kinds of logic (layout without fill, tap and decap cells):
family | Yosys count | in the layout | share of synthesized area
muxes | 1434 | 1434 | 0.2454
xor gates and xnor gates | 105 | 105 | 0.007740
DFF | 2665 | 2665 | 0.6705
buffers and inverters | 437 | 930 | 0.02147
adders and majority gates | 25 | 25 | 0.002633
and+or+nand+nor | 756 | 756 | 0.03024
AOI/OAI and AO/OA | 369 | 369 | 0.02192
other | 1 | 42 | 0.00003156
worst min path at each step:
| stage | slack (ns) | to | depth (start not counted) | from |
|---|---|---|---|---|
| 5_1_grt | 0.47 | RAddress[7]$_SDFFE_PN0N_ | 1 | RAddress[7]$_SDFFE_PN0N_ |
| 4_1_cts | 0.46 | RAddress[7]$_SDFFE_PN0N_ | 1 | RAddress[7]$_SDFFE_PN0N_ |
| 6_report | 0.46 | RAddress[7]$_SDFFE_PN0N_ | 1 | RAddress[7]$_SDFFE_PN0N_ |
routing by layer:
layer / wire length (µm) / vias to the layer above / GRT usage
met1: 101700 / 31310 / 0.1840
met2: 159600 / 4543 / 0.2758
met4: 17850 / 44 / 0.07445
met5: 1186 / - / 0.02162
met3: 66350 / 707 / 0.1638
li1: - / 25320 / -
area by class of cell:
class	count	area, µm²	share of cell area
Tap cell	5220	6531	0.04818
Clock buffer	345	7536	0.05559
Timing Repair Buffer	368	2840	0.02095
Antenna cell	11	27.53	0.0002030
Inverter	44	165.2	0.001218
Multi-Input combinational cell	2720	37160	0.2741
Sequential cell	2665	79710	0.5880
Clock inverter	173	1604	0.01183
No activity file was given, so power comes from the tool's default toggle rates.
