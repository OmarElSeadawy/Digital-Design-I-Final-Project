==> ./config.mk <==
export PLATFORM = sky130hd
export DESIGN_NAME = clkDiv
export DESIGN_NICKNAME = clkDiv
export VERILOG_FILES = /design/flow/design.v
export SDC_FILE = /design/flow/constraint.sdc
export NUM_CORES = 4
export LEC_CHECK = 1
export CORE_UTILIZATION = 40
==> ./constraint.sdc <==
current_design clkDiv

set clk_period 7.1
set clk_io_pct 0.2

create_clock -name clk0 -period $clk_period [get_ports {clk}]

set non_clock_inputs [all_inputs -no_clocks]
set_input_delay [expr $clk_period * $clk_io_pct] -clock clk0 $non_clock_inputs
set_output_delay [expr $clk_period * $clk_io_pct] -clock clk0 [all_outputs]
==> ./design.v <==
`timescale 1ns / 1ps
module clkDiv(clk, reset, clkA, clkB, en);
    parameter n= 8;
    parameter k = 1;
    parameter l = 2;
    input clk, reset, en;
    output reg clkA, clkB;
    reg [31:0]counterA, counterB;
    always @(posedge clk) begin
        if(reset) begin
            counterA<=32'd1;
            counterB<=32'd1;
            clkA <= 1'b0;
            clkB <= 1'b0;
        end
        else begin
            if(en) begin
                if(counterA == (n/(2*k))) begin
                    clkA <= ~clkA;
                    counterA <= 32'd1;
                end
                else begin
                counterA <= counterA +1;
                end
                if(counterB == (n/(2*l))) begin
                    clkB <= ~clkB;
                    counterB <= 32'd1;
                end
                else begin
                counterB <= counterB +1;
                end
            end
            else begin
                counterA <= counterA;
                counterB <= counterB;
                clkB <= clkB;
                clkA <= clkA;
            end            
        end
    end
endmodule
==> ./run.sh <==
#!/bin/bash
# OpenROAD 26Q1-2900-gdf79404cd8, Yosys 0.63+post, stock flow scripts
make -C /OpenROAD-flow-scripts/flow DESIGN_CONFIG=/design/flow/config.mk WORK_HOME=/design/flow/orfs finish
==> ci_impl_report.md <==
## Synthesis and layout report

| Metric | Value |
|---|---|
| CTS Hold Buffers Added | `0` |
| Vias | `2363` |
| Top area cell types | `dfxtp_1 (41%), xor2_1 (11%), nor2_1 (8.3%)` |
| Share of cells above drive strength 1 | `8.70%` |
| Sequential standard cell area | `0.00132 mm²` |
| Setup TNS | `0 ps` |
| Critical Path AT | `3780 ps` |
| OpenROAD warnings | `27` |
| Min-Delay Path Class | `register to register` |
| Crit path DRT | `7330 ps` |
| IO Count | `5` |
| Initial Util | `41.7%` |
| Mean Syn Cell Area | `8.96 µm²` |
| First-pass GRT wire length | `10400 µm` |
| Vias in the first global route | `2198` |
| MI comb area | `0.00180 mm²` |
| Filler cells | `770` |
| Die width | `92.2 µm` |
| Max_cap viols | `0` |
| Reg clk slew, reported paths | `70 ps` |
| Post-Syn Area | `0.00325 mm²` |
| Die area | `0.00850 mm²` |
| Iter 0 DRT Violations | `119` |
| Final Setup Violations | `0` |
| CP Class | `input port to register` |
| Yosys top cell by area | `dfxtp_1` |
| TritonRoute pass-1 iters | `4` |
| Critical Path, Cell by Cell | `clkdlybuf4s50_1 > nand4_1 > nor3_2 > or2_0 > buf_4 > o21ba_1` |
| Worst VDD drop | `115 µV` |
| FP Rows | `32` |
| Core Area | `0.00781 mm²` |
| Post-DP Area | `0.00332 mm²` |
| Area grow syn2layout | `6.65%` |
| Crit share post-route | `50.1%` |
| Area leader share | `40.6%` |
| # port buffers | `4` |
| Seq share, synth | `40.6%` |
| Post-Synthesis Cells | `363` |
| Chip Area, Yosys | `0.00325 mm²` |
| RSZ-0062 raised after global routing | `no` |
| Static Leak | `1.26 nW` |
| TritonCTS buffer count | `9` |
| Vias/cell | `5.03` |
| GP Congestion | `0.823` |
| Min Tclk post-route | `3550 ps` |
| Max-slew headroom | `47.1%` |
| FF-to-FF path depth | `8` |
| Crit path max-delay cell type | `clkdlybuf4s50_1` |
| PD cells | `190 mW/mm²` |
| Worst-path maximum fanout | `17` |
| Pre-CTS setup slack | `3150 ps` |
| Flops & latches, synth | `66` |
| CP max stage delay | `790 ps` |
| Total GRT Usage | `15.5%` |
| Initial antenna violation count | `0` |
| Status | `completed` |
| Final routed DRC violation total | `0` |
| Ant. Diodes | `0` |
| Clock Sinks | `66` |
| DR WL/cell | `12.7 µm` |
| WHS Path Cells | `2` |
| Largest net degree at the start of global routing | `32` |
| Root buffer cell | `clkbuf_8` |
| CTS max path bufs | `2` |
| WP buf/inv | `2` |
| Critical Path Stages | `6` |
| WL final | `5960 µm` |
| R2R Setup Slk | `4570 ps` |
| Grt ovf | `0` |
| Clock skew | `7.44 ps` |
| Post-CTS setup buffer count | `0` |
| Design area | `0.00347 mm²` |
| Post-route setup slack | `3550 ps` |
| H-tree depth | `3` |
| Ys Warns | `1` |
| DPL Wire Length | `4070 µm` |
| Yosys cell types | `36` |
| # resized after CTS | `0` |
| Final Slew Violations | `0` |
| Measured slew at the worst slew-check pin | `793 ps` |
| Yosys cell count | `363` |
| Fmax | `281 MHz` |
| CP Capture Type | `register` |
| CTS tree | `yes` |
| CP delay by family, top | `buffers and inverters` |
| Final hold vios | `0` |
| Crit path launch type | `input port` |
| Clk Latency, worst-skew pair | `340 ps` |
| Die Height | `92.2 µm` |
| Final ANT Viol Nets | `0` |
[path summary, 6_finish.rpt]
path,start,endpoint
worst max register to register,counterA[0],counterA[27]
worst max-delay path,en,counterA[27]
worst min register to register,clkB,clkB
worst min-delay path,clkB,clkB
[layout by cell type (no fill, tap or decap), drive strengths merged]
cell,netlist,final
a211oi,1,1
and2,6,6
and3,10,10
and4,7,7
buf,14,1
clkbuf,1,12
clkdlybuf4s50,0,4
clkinv,0,2
clkinvlp,0,1
dfxtp,66,66
ha,4,4
inv,6,6
mux2i,1,1
nand2,22,22
nand3,19,19
nand4,32,32
nor2,73,73
nor3,12,12
nor4,17,17
nor4b,3,3
o21a,1,1
o21ba,1,1
or2,2,2
or3,2,2
xnor2,23,23
xor2,40,40
[registers in the layout, indices dropped and copies added (netlist names)]
register	flops
counterA	32
counterB	32
clkA	1
clkB	1
[worst reg2reg max path, delay by kind of cell (launching register included)]
| family | cells | cell delay, ps |
|---|---|---|
| AND/OR/NAND/NOR | 4 | 1350 |
| flip-flops | 1 | 340 |
| buffers and inverters | 2 | 420 |
| AND-OR/OR-AND | 1 | 170 |
| adder cells (fa/ha/maj) | 1 | 140 |
[through the flow]
step                      utilization, %  hold slack [ps]  power [mW]  instances
after floorplan                        -              463       0.408        363
after global placement              42.5              512       0.412        455
after detailed placement            42.5              506       0.412        455
after CTS                           44.4              533       0.666        470
after global routing                44.4              556       0.688        470
final                               44.4              526       0.658        470
[power breakdown]
part / internal (mW) / switching [mW] / total, mW
combinational: 0.00962 / 0.0150 / 0.0246
clock: 0.124 / 0.130 / 0.254
sequential: 0.374 / 0.00488 / 0.379
total: 0.508 / 0.150 / 0.658
[synth_stat cells (all sizes together)]
| cell | n |
|---|---|
| nand2 | 22 |
| o21ba | 1 |
| and3 | 10 |
| nand3 | 19 |
| ha | 4 |
| a211oi | 1 |
| xnor2 | 23 |
| dfxtp | 66 |
| inv | 6 |
| nor2 | 73 |
| mux2i | 1 |
| and2 | 6 |
| buf | 14 |
| or2 | 2 |
| nand4 | 32 |
| nor4 | 17 |
| clkbuf | 1 |
| nor3 | 12 |
| xor2 | 40 |
| and4 | 7 |
| o21a | 1 |
| or3 | 2 |
| nor4b | 3 |
[final cells by class]
cell class,instances,share of cell area (%)
sequential,66,38.1
inverter,6,0.649
timing repair buffer,5,1.37
clock inverter,3,0.505
tap,102,3.68
clock buffer,12,3.89
multi-input combinational,276,51.8
[layer usage]
| metal | vias to the layer above | global-route usage, % | share of wire (%) |
|---|---|---|---|
| met5 | - | 0 | 0 |
| met4 | 0 | 2.47 | 1.7 |
| met3 | 8 | 2.36 | 2.8 |
| met2 | 23 | 21.0 | 40 |
| met1 | 1078 | 26.6 | 56 |
| li1 | 1254 | - | - |
[logic make-up after synthesis]
logic type | share of synthesized area, %
simple gates | 35.7
flops | 40.6
xor+xnor | 17.0
buf+inv | 4.11
fa+ha+maj | 1.54
compound gates | 0.769
mux | 0.308
Power figures rest on the tool's default switching activity, not on a simulated workload.
