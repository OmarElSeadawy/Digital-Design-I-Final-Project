File: flow/run.sh
#!/bin/bash
# OpenROAD 26Q1-2900-gdf79404cd8, Yosys 0.63+post, stock flow scripts
make -C /OpenROAD-flow-scripts/flow DESIGN_CONFIG=/design/flow/config.mk WORK_HOME=/design/flow/orfs finish
File: flow/config.mk
export PLATFORM = sky130hd
export DESIGN_NAME = Memory
export DESIGN_NICKNAME = Memory
export VERILOG_FILES = /design/flow/design.v
export SDC_FILE = /design/flow/constraint.sdc
export NUM_CORES = 4
export LEC_CHECK = 1
export CORE_UTILIZATION = 40
File: flow/design.v
`timescale 1ns / 1ps
module Memory(MCLK, WriteEn,ReadEn,InData,OutData, RAddress, WAddress);
input [10:0] RAddress, WAddress;
input MCLK;
input WriteEn,ReadEn;
input [10:0] InData;
output reg [11:0] OutData;
reg [11:0] Mem [100:0];
always @(posedge MCLK) begin
 if((WriteEn) && (~ReadEn))
      Mem[WAddress] <= InData;
	else if((~WriteEn) && (ReadEn))
		OutData <= Mem[RAddress];
end
endmodule
File: flow/constraint.sdc
current_design Memory

set clk_period 6.0
set clk_io_pct 0.2

create_clock -name clk0 -period $clk_period [get_ports {MCLK}]

set non_clock_inputs [all_inputs -no_clocks]
set_input_delay [expr $clk_period * $clk_io_pct] -clock clk0 $non_clock_inputs
set_output_delay [expr $clk_period * $clk_io_pct] -clock clk0 [all_outputs]
==> run notes <==
This note records the results obtained with Yosys and OpenROAD.

Die
The initial cell density of the core is 40.33%. The vertical die dimension is 333.0 µm. In this run the core area contains between 100 and 150 standard-cell rows. The floorplan report gives the top-level pin count as 48.

The core region is 108,700 µm². The horizontal die dimension is about 330 µm. The chip occupies 110,900 µm².

Final timing
For reference, the final report shows the hold violation count at 0. The largest clock skew in the final design is 0.02987 ns. Setup repair after global routing left no endpoint under its margin.

At the pin with the least slew margin, the transition time is 1.031 ns. Per the slew report, the remaining headroom to the max-slew limit stands at a little under a third. The number of setup violations in the final report is 0. The setup TNS is 0 ns. Final hold analysis gives a worst-case slack of 0.8433 ns.

The final critical delay including setup and external delays is around 3.7 ns. Derived from the worst setup path, the maximum achievable clock frequency is 266.9 MHz. The final worst-path cycle share is around 62%. The final max-slew violation count is 0.

Synth
The commonest cells after synthesis are 1,122 x sky130_fd_sc_hd__edfxtp_1, 225 x sky130_fd_sc_hd__mux2i_1, 168 x sky130_fd_sc_hd__mux4_2, 115 x sky130_fd_sc_hd__nor2_1, 80 x sky130_fd_sc_hd__a22oi_1. The biggest area contributor in the post-synthesis netlist is sky130_fd_sc_hd__edfxtp_1. The count of library flops with an enable pin is 1,122.

The share of the Yosys chip area taken by registers is between 70% and 80%. The most frequent cell after synthesis is sky130_fd_sc_hd__edfxtp_1. Yosys attributes the largest share of cell area to sky130_fd_sc_hd__edfxtp_1 77%, sky130_fd_sc_hd__mux4_2 8.6%, sky130_fd_sc_hd__mux2i_1 5.1%, sky130_fd_sc_hd__a22oi_1 1.4%, sky130_fd_sc_hd__nor2_1 0.98%. In the Yosys report the total cell count is 2,194. The fraction of post-synthesis cell area in the top cell type by area is 76.86%.

The post-synthesis instance area is approximately 44,000 µm². The yosys-reported design area after synthesis is around 44,000 µm². The post-synthesis async set-or-reset flop share is 0%.

For this run, the number of Yosys warnings is 1. The count of mapped cells out of synthesis is 2,194. In the synthesized netlist the dominant register cell turns out to be sky130_fd_sc_hd__edfxtp_1. Per the post-synthesis stats, the area per cell is 19.98 µm². The distinct cell type count of the synthesized netlist is 40. The synthesized flop and latch total is 1,122.

Placed design
The final RePlAce weighted congestion is ~0.91. The number of port buffers is 38. Once detailed placement completed, the half-perimeter wirelength came to 59.36 mm.

Global route
The number of antenna violations at the first check in global routing came to 4. Global routing consumed, over all layers together, between 10% and 20% of the routing resources. Entering global routing, the biggest net connects 96 pins. The number of global-route vias before repair is 23.06k. The total overflow left after global routing is 0. The first-pass GRT wire length is 144.4 mm.

Clock tree
The number of buffers created by CTS is 115. The worst-skew pair later-pin latency is 0.70 ns. The report lists the number of cells resized after CTS as 0. The cell at the root of the clock tree is sky130_fd_sc_hd__clkbuf_16. The quantity of hold-fixing buffers added after cts is 0. The post-CTS setup buffer count is 0.

The CTS tree is done. The H-tree generated during clock tree synthesis spans 3 levels. The number of sinks handled by clock tree synthesis is 1,122.

The clock transition at the registers of the reported paths is around 0.06 ns. The maximum clock insertion buffer count is 3.

Outcome
The run finished with clean final reports.

Job
The number of maximum-capacitance violations recorded for the run is 0. Warnings raised by the tools during the run amount to 34.

Final layout
Per the run report, area growth between synthesis and finish was 14.05%. The fraction of final layout cells sized beyond drive strength 1 is 20.96%.

Route
The total detailed-routing wirelength is 97.87 mm. The DRC violations left is 0. In this run the top signal layer used is met5. The iteration tally of the first detailed-router pass is 4. The amount of wire on met3 after detailed routing is ~15 mm. Per the log, the first TritonRoute iteration ended with a DRC count of 1,194.

The post-route report lists met1 wire length as 34.38 mm. After detailed routing, the met2 layer carries 45.87 mm of wire. Across all layers, the routed design uses ~21k vias. The detailed-route vias per instance is 5.505. The detail route stage leaves a number of antenna-violating nets equal to 0. The script logs the mean routed wire length per placed instance as approximately 25 µm.

Critical path
The kind of critical path is in2reg. The biggest fanout along the worst timing path is 30. The OpenROAD report gives the critical path a required time of 6.53 ns.

The signal on the critical path passes through clkdlybuf4s50_1 -> buf_4 -> nor2_2 -> buf_4 -> a22oi_1 -> a21oi_1 -> nor4_1 -> o21ai_1 -> a32oi_1. Along the critical path, the tally of buffer and inverter instances is 3. The cell type group with the largest total delay on the critical path is buffers and inverters. The endpoint arrival time on the critical path is roughly 4.3 ns. STA classifies the critical path endpoint as a register. The library cell appearing most often on the critical path is sky130_fd_sc_hd__buf_4.

The cell with the biggest individual delay on the critical path is sky130_fd_sc_hd__nor4_1. The worst setup path is launched from an input pin. The timing report gives the biggest stage delay along the critical path as roughly 0.67 ns.

Pwr
The script computed a power per unit cell area of 328.8 nW/µm². The analysis reports a worst IR drop on VDD of around 0.27 mV. The leakage component of the power is 16.20 nW.

Min path
The tightest min-delay check is of the reg2reg type.
## final cells by class
| class | instances | area (µm²) |
|---|---|---|
| inverter | 1 | 3.754 |
| sequential | 1122 | 33690 |
| multi-input combinational | 941 | 9330 |
| clock buffer | 143 | 3004 |
| fill | 8867 | 58710 |
| timing repair buffer | 170 | 1426 |
| clock inverter | 70 | 764.5 |
| antenna | 1 | 2.502 |
| tap | 1414 | 1769 |
## final timing paths
| kind | slack [ns] | endpoint | start | cells past startpoint |
|---|---|---|---|---|
| worst max register to register | 3.69 | OutData[9] | Mem[79][9] | 6 |
| worst min register to register | 0.84 | OutData[4] | Mem[100][4] | 3 |
| worst max-delay path | 2.25 | OutData[10] | RAddress[3] | 9 |
| worst min-delay path | 0.84 | OutData[4] | Mem[100][4] | 3 |
## per-layer routing
layer  up-vias  track usage, %
li1       9324               -
met1     10700           25.05
met2      1083           28.37
met3       143           14.09
met4        10           3.647
met5         -           1.216
## registers in the layout, indices dropped and copies added (netlist names)
signal / count
Mem: 1111
OutData: 11
## per-stage QoR
step	setup slack [ns]	cells	power [mW]	utilization [%]	instance area [µm²]
final	2.253	3862	16.44	45.99	49990
after global routing	2.136	3862	16.93	45.99	49990
after CTS	2.212	3861	16.56	45.99	49990
after detailed placement	1.515	3648	9.582	42.52	46220
after global placement	1.475	3648	9.567	42.52	46220
after floorplan	2.689	2194	9.251	-	43840
## power by group
| group | total [mW] | switching [mW] | internal (mW) |
|---|---|---|---|
| logic | 0.752 | 0.491 | 0.261 |
| registers | 8.66 | 0.00895 | 8.65 |
| clock network | 7.03 | 2.87 | 4.15 |
| total | 16.4 | 3.38 | 13.1 |
## worst min-delay path: cells and delay by family, from the launching register on
family | cells | cell delay (ns)
compound gates | 1 | 0.18
simple gates | 1 | 0.05
flops | 1 | 0.32
mux | 1 | 0.16
## cells by family (layout without fill, tap and decap cells)
| kind of cell | Yosys count | in the layout | share of synthesized area (%) |
|---|---|---|---|
| compound gates | 235 | 235 | 3.696 |
| flops | 1122 | 1122 | 76.86 |
| simple gates | 283 | 283 | 3.026 |
| other cells | 1 | 2 | 0.008555 |
| mux | 422 | 422 | 14.51 |
| buf+inv | 131 | 384 | 1.895 |
## cell usage in the layout, fill, tap and decap left out, types with 7 or more instances in the layout
cell type / n
sky130_fd_sc_hd__a32oi_1: 11
sky130_fd_sc_hd__clkinv_2: 20
sky130_fd_sc_hd__clkbuf_1: 27
sky130_fd_sc_hd__mux4_2: 168
sky130_fd_sc_hd__a21oi_1: 51
sky130_fd_sc_hd__nor2_1: 115
sky130_fd_sc_hd__o21ai_0: 12
sky130_fd_sc_hd__edfxtp_1: 1122
sky130_fd_sc_hd__o21ai_1: 17
sky130_fd_sc_hd__clkdlybuf4s50_1: 24
sky130_fd_sc_hd__mux2i_1: 225
sky130_fd_sc_hd__bufinv_16: 14
sky130_fd_sc_hd__a31oi_1: 11
sky130_fd_sc_hd__clkinv_1: 26
sky130_fd_sc_hd__nand4_1: 13
sky130_fd_sc_hd__nor2b_1: 13
sky130_fd_sc_hd__nor4_1: 7
sky130_fd_sc_hd__buf_4: 138
sky130_fd_sc_hd__nand2_1: 67
sky130_fd_sc_hd__nand2b_1: 26
sky130_fd_sc_hd__a221oi_1: 19
sky130_fd_sc_hd__clkbuf_16: 116
sky130_fd_sc_hd__and3_1: 11
sky130_fd_sc_hd__a22o_1: 30
sky130_fd_sc_hd__mux2_2: 29
sky130_fd_sc_hd__a22oi_1: 80
No activity file was given, so power comes from the tool's default toggle rates.
